--- design/flow/config.mk ---
export PLATFORM = sky130hd
export DESIGN_NAME = motor_driver
export DESIGN_NICKNAME = motor_driver
export VERILOG_FILES = /design/flow/design.v
export SDC_FILE = /design/flow/constraint.sdc
export NUM_CORES = 4
export LEC_CHECK = 1
export CORE_UTILIZATION = 30
--- design/flow/run.sh ---
#!/bin/bash
# OpenROAD 26Q1-2900-gdf79404cd8, Yosys 0.63+post, stock flow scripts
make -C /OpenROAD-flow-scripts/flow DESIGN_CONFIG=/design/flow/config.mk WORK_HOME=/design/flow/orfs finish
--- design/flow/design.v ---
`timescale 1ns/1ps
module motor_driver(
    input clk,
	output reg ENA,
	output reg DIR,
	output reg PUL
    );	
always @( posedge clk )
	begin
		if(time_cnt <= 65300)
		time_cnt <= time_cnt + 1;
		else
		time_cnt <= 0;	
	end
 reg [15:0] time_cnt = 0 ;
	always @( posedge clk )
	   begin 
	          if ((time_cnt >= 1'b1) & (time_cnt <= 3200)) begin   
			    ENA <= 1'b1;
				DIR <= 1'b1;
			    end
			  else if ((time_cnt > 3200) & (time_cnt <= 5700)) begin   
			    ENA <= 0;   
				DIR <= 0;
			    end
			  else if ((time_cnt > 5700) & (time_cnt <= 6020)) begin   
			    ENA <= 1'b1;
				DIR <= 0;
			    end 
			  else if ((time_cnt > 6020) & (time_cnt <= 8520)) begin   
			    ENA <= 0;  
				DIR <= 0;
			    end
			  else if ((time_cnt > 8520) & (time_cnt <= 8840)) begin   
			    ENA <= 1'b1;
				DIR <= 0;
			    end
			  else if ((time_cnt > 8840) & (time_cnt <= 11340)) begin   
			    ENA <= 0;
				DIR <= 0;
			    end
			  else if ((time_cnt > 11340) & (time_cnt <= 11660)) begin   
			    ENA <= 1'b1;
				DIR <= 0;
			    end
			  else if ((time_cnt > 11660) & (time_cnt <= 14160)) begin    
			    ENA <= 0;
				DIR <= 0;
			   end
			  else if ((time_cnt > 14160) & (time_cnt <= 14480)) begin     
			    ENA <= 1'b1;
				DIR <= 0;
			    end
			  else if ((time_cnt > 14480) & (time_cnt <= 16980)) begin    
			    ENA <= 0;
				DIR <= 0;
			    end
			  else if ((time_cnt > 16980) & (time_cnt <= 17300)) begin    
			    ENA <= 1'b1;
				DIR <= 0;
			    end
			  else if ((time_cnt > 17300) & (time_cnt <= 19800)) begin   
			    ENA <= 0;
				DIR <= 0;
			    end
			  else if ((time_cnt > 19800) & (time_cnt <= 20120)) begin   
			    ENA <= 1'b1;
				DIR <= 0;
			    end
			  else if ((time_cnt > 20120) & (time_cnt <= 22620)) begin   
			    ENA <= 0;
				DIR <= 0;
			    end
			  else if ((time_cnt > 22620) & (time_cnt <= 22940)) begin   
			    ENA <= 1'b1;
				DIR <= 0;
			    end
			  else if ((time_cnt > 22940) & (time_cnt <= 25440)) begin   
			    ENA <= 0;
			 	DIR <= 0;
			   end
			  else if ((time_cnt > 25440) & (time_cnt <= 25760)) begin   
			    ENA <= 1'b1;
				DIR <= 0;
			 end
			  else if ((time_cnt > 25760) & (time_cnt <= 28260)) begin   
			    ENA <= 0;
				DIR <= 0;
			   end 
			  else if ((time_cnt > 28260) & (time_cnt <= 28580)) begin   
			    ENA <= 1'b1;
				DIR <= 0;
			   end
			  else if ((time_cnt > 28580) & (time_cnt <= 31080)) begin   
			    ENA <= 0;
				DIR <= 0;
			   end
			  else if ((time_cnt > 31080) & (time_cnt <= 31400)) begin   
			    ENA <= 1'b1;
				DIR <= 0;
			   end
			  else if ((time_cnt > 31400) & (time_cnt <= 33900)) begin   
			    ENA <= 0;
				DIR <= 0;
			   end
			  else if ((time_cnt > 33900) & (time_cnt <= 34220)) begin   
			    ENA <= 1'b1;
				DIR <= 0;
			   end
			  else if ((time_cnt > 34220) & (time_cnt <= 36720)) begin   
			    ENA <= 0;
				DIR <= 0;
			   end
			  else if ((time_cnt > 36720) & (time_cnt <= 37040)) begin   
			    ENA <= 1'b1;
				DIR <= 0;
			   end
			  else if ((time_cnt > 37040) & (time_cnt <= 39540)) begin   
			    ENA <= 0;
				DIR <= 0;
			   end
			  else if ((time_cnt > 39540) & (time_cnt <= 39860)) begin  
			    ENA <= 1'b1;
				DIR <= 0;
			   end
			  else if ((time_cnt > 39860) & (time_cnt <= 42360)) begin   
			    ENA <= 0;
				DIR <= 0;
			   end
			  else if ((time_cnt > 42360) & (time_cnt <= 42680)) begin   
			    ENA <= 1'b1;
				DIR <= 0;
			   end
			  else if ((time_cnt > 42680) & (time_cnt <= 45180)) begin   
			    ENA <= 0;
				DIR <= 0;
			   end
			  else if ((time_cnt > 45180) & (time_cnt <= 45500)) begin   
			    ENA <= 1'b1;
				DIR <= 0;
			   end
			  else if ((time_cnt > 45500) & (time_cnt <= 48000)) begin  
			    ENA <= 0;
				DIR <= 0;
			   end
			  else if ((time_cnt > 48000) & (time_cnt <= 48320)) begin   
			    ENA <= 1'b1;
				DIR <= 0;
			   end
			  else if ((time_cnt > 48320) & (time_cnt <= 50820)) begin   
			    ENA <= 0;
				DIR <= 0;
			   end
			  else if ((time_cnt > 50820) & (time_cnt <= 51140)) begin   
			    ENA <= 1'b1;
				DIR <= 0;
			   end
			  else if ((time_cnt > 51140) & (time_cnt <= 53640)) begin   
			    ENA <= 0;
				DIR <= 0;
			   end
			  else if ((time_cnt > 53640) & (time_cnt <= 53960)) begin   
			    ENA <= 1'b1;
				DIR <= 0;
			   end
			  else if ((time_cnt > 53960) & (time_cnt <= 56460)) begin   
			    ENA <= 0;
				DIR <= 0;
			   end
			  else if ((time_cnt > 56460) & (time_cnt <= 56780)) begin   
			    ENA <= 1'b1;
				DIR <= 0;
			   end
			  else if ((time_cnt > 56780) & (time_cnt <= 59280)) begin   
			    ENA <= 0;
				DIR <= 0;
			   end
			  else if ((time_cnt > 59280) & (time_cnt <= 59600)) begin   
			    ENA <= 1'b1;
				DIR <= 0;
			   end
			   else if ((time_cnt > 59600) & (time_cnt <= 62100)) begin   
			    ENA <= 0;
				DIR <= 0;
			   end
			  else if((time_cnt > 62100) & (time_cnt <= 65300)) begin   
			    ENA <= 1;
				DIR <= 1;
			  end
			  else			    
			    ENA <= 0;	
	end	
endmodule
--- design/flow/constraint.sdc ---
current_design motor_driver

set clk_period 6.5
set clk_io_pct 0.2

create_clock -name clk0 -period $clk_period [get_ports {clk}]

set non_clock_inputs [all_inputs -no_clocks]
set_input_delay [expr $clk_period * $clk_io_pct] -clock clk0 $non_clock_inputs
set_output_delay [expr $clk_period * $clk_io_pct] -clock clk0 [all_outputs]
==> load_flow_metrics.sql <==
-- generated from flow reports
INSERT INTO impl_metrics (metric_group, metric, value, unit) VALUES
('clocking', 'cts_inserted_buffers', '3', ''),
('yosys', 'ys.flop_type', 'sky130_fd_sc_hd__dfxtp_1', ''),
('grt', 'grt_use_total', '29.3', '%'),
('yosys', 'yosysWarnings', '2', ''),
('job', 'stage_log_warnings', '27', ''),
('die', 'io_pins', '4', ''),
('clocking', 'cts_tree', 'yes', ''),
('power', 'power_leakage', '1.06', 'nW'),
('yosys', 'postSynthSeqShare', '11.8', '%'),
('worst_setup_path', 'data_arrival_time_of_the_critical_path', '3.63', 'ns'),
('die', 'initCoreUtil', '31.1', '%'),
('die', 'row_count', '36', ''),
('yosys', 'synthesis.instances', '466', ''),
('power', 'totalPowerFinal', '0.207', 'mW'),
('final_layout', 'layout.cells.most_common_list', '44 x sky130_fd_sc_hd__nand2_1, 38 x sky130_fd_sc_hd__nor2_1, 23 x sky130_fd_sc_hd__o21ai_0, 23 x sky130_fd_sc_hd__nor3_1, 19 x sky130_fd_sc_hd__a21oi_1', ''),
('sta', 'setup_viol', '0', ''),
('grt', 'grtUsageMet2', '41.8', '%'),
('yosys', 'enable_flop_cells', '0', ''),
('die', 'die_h', '103', 'µm'),
('sta', 'finalClockSkew', '0.0103', 'ns'),
('sta', 'timing.final.max_slew_violations', '0', ''),
('yosys', 'post_synth.cell_area_avg', '6.55', 'µm²'),
('clocking', 'clock_path_buffers', '2', ''),
('worst_setup_path', 'startpoint_type', 'flop', ''),
('worst_setup_path', 'critical_path.max_stage_delay', '0.56', 'ns'),
('drt', 'initialDrtViolationCount', '710', ''),
('sta', 'hold_violations', '0', ''),
('drt', 'dr_wl_cell', '25.8', 'µm'),
('final_layout', 'drive_gt1_share', '7.29', '%'),
('final_layout', 'synthToLayoutAreaGrowth', '4.47', '%'),
('placement', 'dp_hpwl', '10200', 'µm'),
('worst_setup_path', 'crit-reg2reg-launch', 'time_cnt[4]$_SDFF_PN0_', ''),
('clocking', 'cts_root_buf', 'sky130_fd_sc_hd__clkbuf_8', ''),
('yosys', 'yosys.stat.chipArea', '3050', 'µm²'),
('outcome', 'outcome', 'completed', ''),
('grt', 'grt_overflow_total', '0', ''),
('yosys', 'count_of_instantiated_cells_in_the_yosys_netlist', '466', ''),
('drt', 'num_vias', '4122', ''),
('yosys', 'synthDistinctLibCells', '72', ''),
('drt', 'ant_nets', '0', ''),
('worst_setup_path', 'cp-startpoint', 'time_cnt[4]$_SDFF_PN0_', ''),
('sta', 'maxClockFrequency', '290', 'MHz'),
('grt', 'antenna_found_initial', '0', ''),
('clocking', 'clock_tree.htree_level_count', '1', ''),
('die', 'floorplan.core_area', '9820', 'µm²'),
('clocking', 'cts.repair_timing.setup_buffer_count', '0', ''),
('sta', 'final_period_demand_of_the_worst_path', '3.44', 'ns'),
('grt', 'grt_util_met1', '40.0', '%'),
('worst_setup_path', 'end_kind', 'flop', ''),
('sta', 'timing.final.crit_share', '53.0', '%'),
('sta', 'rsz0062_at_grt', 'no', ''),
('drt', 'detail_route.vias_per_cell', '7.21', ''),
('grt', 'first_global_vias', '3821', ''),
('worst_setup_path', 'worst_path_dominant_cell_family', 'simple AND/OR/NAND/NOR gates', ''),
('grt', 'global_route.usage.met3', '8.06', '%'),
('drt', 'num_antenna_cells', '0', ''),
('drt', 'number_of_optimization_iterations_in_the_first_detailed_route_pass', '7', ''),
('yosys', 'synth_async_sr_flop_share', '0', '%'),
('worst_setup_path', 'worstPathMaxFanout', '28', ''),
('placement', 'io_buffer_count', '2', ''),
('worst_setup_path', 'slowest_stage', 'sky130_fd_sc_hd__or4_4', ''),
('worst_setup_path', 'timing.critical_path.cells', 'buf_4 > or2_1 > or3_1 > nor3b_1 > o22ai_1 > a32o_1 > or4_1 > or4_4 > o31ai_2', ''),
('clocking', 'numClockSinks', '18', ''),
('drt', 'drt_drc_violations_left', '0', ''),
('worst_setup_path', 'path_class', 'flop to flop', ''),
('job', 'drv.max_cap_violation_count', '0', ''),
('worst_hold_path', 'hp-start', 'time_cnt[0]$_SDFF_PN0_', ''),
('die', 'die_size', '10600', 'µm²'),
('clocking', 'cts_hold_repair.buffers', '0', ''),
('yosys', 'synth_flop_count', '18', ''),
('clocking', 'ctsResizeCount', '0', '');
[registers in the layout (all words and copies together), names as in the netlist]
register  flops
time_cnt     16
DIR           1
ENA           1
[cell usage after synthesis (8+ instances only)]
library cell,count,area (µm²)
sky130_fd_sc_hd__nor3_1,23,115
sky130_fd_sc_hd__nand3_1,13,65.1
sky130_fd_sc_hd__or4_1,10,75.1
sky130_fd_sc_hd__inv_1,12,45.0
sky130_fd_sc_hd__and3_1,8,50.1
sky130_fd_sc_hd__a31oi_1,15,93.8
sky130_fd_sc_hd__nor2_1,38,143
sky130_fd_sc_hd__o21ai_0,23,115
sky130_fd_sc_hd__or2_2,8,50.1
sky130_fd_sc_hd__nor2b_1,10,62.6
sky130_fd_sc_hd__nand2b_1,11,68.8
sky130_fd_sc_hd__dfxtp_1,18,360
sky130_fd_sc_hd__nand2_1,44,165
sky130_fd_sc_hd__and2_1,11,68.8
sky130_fd_sc_hd__nor4_1,15,93.8
sky130_fd_sc_hd__clkbuf_1,21,78.8
sky130_fd_sc_hd__a211oi_1,8,60.1
sky130_fd_sc_hd__a21oi_1,19,95.1
sky130_fd_sc_hd__buf_2,18,90.1
sky130_fd_sc_hd__or3_1,9,56.3
sky130_fd_sc_hd__xnor2_1,8,70.1
[layout make-up]
type | count | area, µm²
flip-flops and latches | 18 | 360
repair buffers | 16 | 125
clock buffers | 4 | 55.1
fillers | 1095 | 6630
inverters | 12 | 45.0
multi-input cells | 389 | 2440
well taps | 133 | 166
[report_power, final]
part / leakage [nW] / internal [mW] / switching, mW / total (mW)
clock: 0.0288 / 0.0539 / 0.0432 / 0.0971
sequential: 0.145 / 0.110 / 0 / 0.110
combinational: 0.886 / 0 / 0.00000847 / 0.00000936
total: 1.06 / 0.164 / 0.0432 / 0.207
[metal layers]
metal | routed length, µm | vias to the layer above
li1 | - | 1731
met1 | 5470 | 1858
met2 | 5970 | 414
met3 | 2100 | 119
met4 | 1240 | 0
met5 | 0 | -
[stage by stage]
step           cell area, µm²  utilization, %  worst slack, ns  hold WS (ns)  std cells
2_1_floorplan            3050               -             3.67         0.456        466
3_3_place_gp             3130            31.9             3.04         0.477        568
3_5_place_dp             3130            31.9             3.17         0.487        568
4_1_cts                  3190            32.5             3.14         0.507        572
5_1_grt                  3190            32.5             2.96         0.565        572
6_report                 3190            32.5             3.06         0.506        572
[kinds of logic (layout without fill, tap and decap cells)]
family	after synthesis	in the layout	synth area share, %
other	1	1	0.123
DFF	18	18	11.8
muxes	1	1	0.328
xor gates and xnor gates	13	13	3.73
buffers and inverters	59	32	8.36
adders and majority gates	3	3	1.23
and+or+nand+nor	233	233	42.3
AOI/OAI and AO/OA	138	138	32.1
[path summary, 6_finish.rpt]
check / slack [ns] / cells after the start / to
min: 0.51 / 1 / time_cnt[0]$_SDFF_PN0_
max reg2reg: 3.06 / 9 / DIR$_SDFFE_PP1P_
max: 3.06 / 9 / DIR$_SDFFE_PP1P_
min reg2reg: 0.51 / 1 / time_cnt[0]$_SDFF_PN0_
[worst reg2reg max path: cells and delay by family (launching register included)]
family	cells	cell delay [ns]
buf+inv	1	0.30
compound gates	3	0.66
flops	1	0.31
simple gates	5	2.10
Power and IR drop assume default switching activity.
